[/design/flow/run.sh]
#!/bin/bash
# OpenROAD 26Q1-2900-gdf79404cd8, Yosys 0.63+post, stock flow scripts
make -C /OpenROAD-flow-scripts/flow DESIGN_CONFIG=/design/flow/config.mk WORK_HOME=/design/flow/orfs finish
[/design/flow/config.mk]
export PLATFORM = sky130hd
export DESIGN_NAME = ex4
export DESIGN_NICKNAME = ex4
export VERILOG_FILES = /design/flow/design.v
export SDC_FILE = /design/flow/constraint.sdc
export NUM_CORES = 4
export LEC_CHECK = 1
export CORE_AREA = 10 10 70 70
export DIE_AREA = 0 0 80 80
[/design/flow/constraint.sdc]
current_design ex4

set clk_period 1.1
set clk_io_pct 0.2

create_clock -name clk0 -period $clk_period [get_ports {clk}]

set non_clock_inputs [all_inputs -no_clocks]
set_input_delay [expr $clk_period * $clk_io_pct] -clock clk0 $non_clock_inputs
set_output_delay [expr $clk_period * $clk_io_pct] -clock clk0 [all_outputs]
[/design/flow/design.v]
module ex4 (
    input logic clk, rst,
    output logic [3:0] q
);
    always_ff @(posedge clk, posedge rst) begin
        if(rst==1) q = 0;
        else q = q + 1;
    end
endmodule
==> results.yml <==
# yosys + openroad results
die:
  die_w_um: 80
  initCoreUtil: 0.04176
  rows: 21
  die_y_um: 80
  io_pins: 6
  coreArea_mm2: 0.003416
  chip_area_mm2: 0.006400
yosys:
  ys_async_sr_fraction: 1.000
  synth_cells: 10
  avgSynthCellArea_um2: 14.26
  edf_count: 0
  synthTopCellsByCount: "dfrtp_1, inv_1"
  yosys.stat.chipArea_um2: 142.6
  yosys-top-cells-area: "dfrtp_1, ha_1, xnor2_1"
  top_logic_kind: "XOR/XNOR gates"
  synthDistinctLibCells: 6
  ys_sh_simple: 0.03509
  ys_sh_aoi: 0
  ys_sh_adder: 0.08772
  numSynthFlops: 4
  synthesis.area_um2: 142.6
  top_cell: "dfrtp_1"
  ys_warn_count: 1
  synthMuxAreaShare: 0
  synth_seq_share: 0.7018
  yosysTopAreaCell: "dfrtp_1"
  synth_stat.cells: 10
  flop_cell: "dfrtp_1"
  ys_sh_xor: 0.1228
  top_cell_area_share: 0.7018
final_layout:
  areaGrowthSynthToFinish_pct: 115.8
  seq_area_um2: 100.1
  drive_gt1_frac: 0.3478
  design_area_um2: 307.8
  fillCellCount: 402
  largest_register_ffs: 4
  layout.area.comb_um2: 35.03
global_routing:
  grt_max_degree: 5
  overflow: 0
  use_met1: 0.01337
  grt.met2_usage: 0.01284
  antenna_found_initial: 0
  grt_pass1_wl_um: 662
  grt_most_used_layer: "met3"
  grt_use_met3: 0.02955
  grt_usage: 0.01531
  first_global_vias: 146
hold_path:
  hold_path_class: "input pin to asynchronous set/reset pin"
drt:
  dr_total_vias: 117
  antenna_cells: 0
  wirelength_um: 428
  drc: 0
  ant_nets: 0
  viasPerCell: 1.696
  first_pass_iters: 2
  wl_per_cell_um: 6.203
  drt_iter0_drc: 4
setup_path:
  cp_max_fo: 2
  critPathTopFamily: "flip-flops"
  critPathRequiredTime_ns: 0.88
  critPathLaunch: "q[2]$_DFF_PP0_"
  worstSetupEndpointType: "primary output"
  cp_slowest_cell: "dfrtp_1"
  critPathMaxStageDelay_ns: 0.37
  criticalPathCategory: "flip-flop to primary output"
  start_kind: "flip-flop"
  cp.arrival_ns: 0.84
  cp_cell_sequence: "dlygate4sd2_1"
  regToRegStartpoint: "q[0]$_DFF_PP0_"
  critical_path_buf_inv_count: 1
clock_tree:
  h-tree-depth: 1
  clk_latency_ns: 0.23
  cts.sinks: 4
  cts_max_path_buffers: 2
  cts_buffers: 3
  hold_buffers: 0
  cts_tree: "done"
  clk_pin_slew_worst_paths_ns: 0.04
  cts_root_buffer: "clkbuf_4"
power:
  pwr-share-clk: 0.539
  powerDensity_mw_per_mm2: 1087
  leakage_nw: 0.1564
  switching_share: 0.1832
  irDropWorstVdd_mv: 0.1512
  seqPwrFrac: 0.442
  p_int_uw: 273.2
  p_switching_uw: 61.27
  p_comb_frac: 0.019
timing:
  fin_ws_ns: 0.04356
  slew_violations: 0
  skew_ns: 0.002043
  rsz0062_at_grt: "no"
  period_needed_ns: 1.056
  slew_headroom: 0.9040
  finalClockPeriodUsage: 0.9604
  hold_viol: 0
  clock.fmax_ghz: 0.9466
  tightest_slew_ns: 0.1439
  timing.hold.ws_ns: 0.1708
  setup_viol: 0
job:
  warning_count: 25
  maxCapViolCount: 0
place:
  placed_area_um2: 265.3
  gp_congestion: 0.6538
  port_buffers: 5
  dp_slack_ns: -0.01577
status:
  status: "finished clean"
==> timing repair <==
action / 4_1_cts / 5_1_grt
resized: 6 / 0
buffers inserted: 3 / 0
endpoints found under the setup margin: 4 / 0
==> worst paths after layout <==
path / end / slack [ns] / cells after the start
hold / removal: q[3]$_DFF_PP0_ / 0.17 / 2
hold reg to reg: q[3]$_DFF_PP0_ / 0.54 / 2
setup / recovery: q[2] / 0.04 / 1
setup reg to reg: q[2]$_DFF_PP0_ / 0.12 / 3
max in group asynchronous: q[0]$_DFF_PP0_ / 0.78 / 2
min in group clk0: q[3]$_DFF_PP0_ / 0.54 / 2
==> cells in the final DEF, fill, tap and decap left out <==
cell type,synthesis,final
xor2_1,1,1
dlygate4sd2_1,0,2
clkbuf_4,0,3
buf_4,0,5
clkdlybuf4s15_1,0,2
ha_1,1,1
dfrtp_1,4,4
clkdlybuf4s50_1,0,1
xnor2_1,1,1
inv_1,2,2
nand3_1,1,1
==> metrics by stage <==
step	setup TNS (ns)	utilization	instances	power, mW
CTS	0	0.09011	69	0.3450
finish	0	0.09011	69	0.3345
detailed placement	-0.01577	0.07766	63	0.1562
global route	0	0.09011	69	0.3570
floorplan	0	-	10	0.1523
global placement	-0.007149	0.07766	63	0.1561
==> cell families after synthesis <==
kind of cell	Yosys count
buffers and inverters	2
AND/OR/NAND/NOR	1
flip-flops	4
adder cells (fa/ha/maj)	1
XOR/XNOR	2
==> cell type report <==
class                      count  area share
sequential                     4      0.3252
tap                           46      0.1870
clock buffer                   3     0.07317
multi-input combinational      4      0.1138
inverter                       2     0.02439
timing repair buffer          10      0.2764
==> layer usage <==
metal,part of all wire,vias to the layer above,routed length (µm)
met1,0.40,54,173
met5,0,-,0
met4,0,0,0
met3,0.32,0,135
met2,0.28,6,119
li1,-,57,-
==> power groups by stage <==
stage / registers [mW] / clock network (mW) / logic [mW]
after CTS: 0.148 / 0.191 / 0.00642
after global routing: 0.148 / 0.202 / 0.00728
final: 0.148 / 0.180 / 0.00627
No activity file was given, so power comes from the tool's default toggle rates.
