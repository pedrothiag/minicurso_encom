$ cat ./run.sh
#!/bin/bash
# OpenROAD 26Q1-2900-gdf79404cd8, Yosys 0.63+post, stock flow scripts
make -C /OpenROAD-flow-scripts/flow DESIGN_CONFIG=/design/flow/config.mk WORK_HOME=/design/flow/orfs finish
$ cat ./config.mk
export PLATFORM = sky130hd
export DESIGN_NAME = fsk
export DESIGN_NICKNAME = fsk
export VERILOG_FILES = /design/flow/design.v
export SDC_FILE = /design/flow/constraint.sdc
export NUM_CORES = 4
export LEC_CHECK = 1
export CORE_AREA = 10 10 73 73
export DIE_AREA = 0 0 83 83
$ cat ./constraint.sdc
current_design fsk

set clk_period 1.3
set clk_io_pct 0.2

create_clock -name clk0 -period $clk_period [get_ports {clk}]

set non_clock_inputs [all_inputs -no_clocks]
set_input_delay [expr $clk_period * $clk_io_pct] -clock clk0 $non_clock_inputs
set_output_delay [expr $clk_period * $clk_io_pct] -clock clk0 [all_outputs]
$ cat ./design.v
module fsk (
    input logic clk, rst, x,
    output logic y
);
    logic [2:0] clk_div_1;
    logic [3:0] clk_div_0;
    logic clk_1, clk_0;
    always_ff @(posedge clk, posedge rst) begin
        if(rst==1'b1) begin
            clk_div_1 = 3'd0;
            clk_1 = 1'b0;
        end else begin
            if(clk_div_1==3'd4) begin
                clk_1 = ~clk_1;
                clk_div_1 = 3'd0;
            end else begin
                clk_div_1 = clk_div_1 + 1;
            end
        end
    end
    always_ff @(posedge clk, posedge rst) begin
        if(rst==1'b1) begin
            clk_div_0 = 4'd0;
            clk_0 = 1'b0;
        end else begin
            if(clk_div_0==4'd9) begin
                clk_0 = ~clk_0;
                clk_div_0 = 4'd0;
            end else begin
                clk_div_0 = clk_div_0 + 1;
            end
        end
    end
    assign y = (x==1'b0) ? clk_0 : clk_1;
endmodule
==> impl_metrics.ini <==
; generated from flow reports
[status]
run_status = finished clean

[grt]
grt.overflow.total = 0
grt_pass1_vias = 216
antenna_found_initial = 0
grt_start_max_net_pins = 10
grtUsageTotal = 0.0170
global_route_wire_length_before_repair_um = 945

[run]
warnings = 26
max_cap_violations = 0

[place]
buffer_ports.inserted = 3
dpl-instance-area_um2 = 492
gp_congestion = 0.647
post-place-cells = 85
dpl.hpwl_um = 451

[finish]
post_route_cells_drive_above_1_share = 0.220
syn_to_final_growth_pct = 38.2
postLayoutCellArea_um2 = 534
layout.cells.non_filler = 89

[setup_path]
critPathRequiredTime_ns = 1.04
path_cells = mux2_4 > clkbuf_2
max_stage_delay_ns = 0.37
arrival_ns = 0.95
cp.depth = 2
setup.worst_path.end_class = primary output
worstSetupPathType = register to primary output
crit_slowest_cell = dfrtp_1
worst-path-buf-inv = 1
cp-start-kind = register
r2r.worst_path.cells = 4
critical-path-top-delay-family = flip-flops
timing.critical_path.fanout_max = 2

[drt]
drt_pre_antenna_iters = 2
insertedDiodeCount = 0
post-route-drc-count = 0
detail_route.iter0.violations = 27
routed-via-count = 242
avgRoutedWirePerCell_um = 6.75
detail-route-antenna-nets = 0
wl_um = 601
route.detailed.vias_per_inst = 2.72

[final_timing]
period_needed_ns = 1.21
fmax_mhz = 829
final.hold.worst_slack_ns = 0.293
clock_skew_ns = 0.00420
rsz0062_at_grt = false
hold_viol = 0
report.final.setup_viol = 0
final_min_period_over_clock_period = 0.928
final.setup.tns_ns = 0
timing_max_transition_violations_final = 0
worstMarginPinSlew_ns = 0.336
timing.max_slew.rel_slack = 0.776

[cts]
cts_h_tree_depth = 1
clock_sink_count = 9
cts_post_setup_buffers_inserted = 0
cts_inserted_buffers = 3
ctsHoldBuffers = 0
ctsRootBufferMaster = clkbuf_8
insertion_delay_ns = 0.23
tritoncts_clock_tree = yes
ctsLongestPathBuffers = 2
clk_transition_reported_paths_ns = 0.04

[power]
ir_worst_vdd_uv = 268
powerDensity_nw_per_um2 = 1140
p_leak_nw = 0.239

[floorplanning]
core-area_um2 = 3740
row_count = 22
top_level_ports = 4
chip_footprint_um2 = 6890
initCoreUtil = 0.103
die-width_um = 83
die.size.y_um = 83

[logic_synthesis]
top_area_contributor_share = 0.583
top_cells_by_count = dfrtp_1, inv_1, xnor2_1
synthesis.yosys.warnings = 1
synth_area_um2 = 387
synth_area_leader_cell = dfrtp_1
number_of_storage_elements_in_the_synthesis_netlist = 9
enable_flop_cells = 0
fraction_of_the_yosys_area_taken_by_sequential_cells = 0.583
avgSynthCellArea_um2 = 12.1
synth_dominant_cell_count = dfrtp_1
synthCells = 32
asyncSetResetFlopFracSynth = 1.00
ys_area_um2 = 387
synth-cells-yosys = 32
synthDistinctLibCells = 14
ff_type = dfrtp_1
netlist_top_cells_area = dfrtp_1, xnor2_1, ha_1, mux2_2, inv_1

[worst_hold_path]
timing.hold.worst.class = input pin to async pin
==> cell families (layout without fill, tap and decap cells) <==
| family | after synthesis | after routing | share of synthesized area |
|---|---|---|---|
| mux | 3 | 3 | 0.0971 |
| buf+inv | 5 | 14 | 0.0485 |
| fa+ha+maj | 2 | 2 | 0.0647 |
| simple gates | 7 | 7 | 0.0874 |
| xor+xnor | 3 | 3 | 0.0680 |
| flops | 9 | 9 | 0.583 |
| compound gates | 3 | 3 | 0.0518 |
==> per-layer routing <==
metal / vias to the layer above / global-route usage / share of wire
li1: 121 / - / -
met1: 116 / 0.0204 / 0.49
met2: 5 / 0.0189 / 0.40
met3: 0 / 0.0207 / 0.11
met4: 0 / 0.00154 / 0
met5: - / 0 / 0
==> flip-flops by register name (all words and copies together), names as in the netlist <==
name       count
clk_div_1      3
clk_0          1
clk_div_0      4
clk_1          1
==> final timing paths <==
check,startpoint,slack (ns),end
max,clk_0,0.09,y
min,rst,0.29,clk_div_1[0]
max reg2reg,clk_div_1[0],0.22,clk_div_1[2]
min reg2reg,clk_div_1[0],0.47,clk_div_1[0]
max in group asynchronous,rst,0.76,clk_div_0[3]
min in group clk0,clk_div_1[0],0.47,clk_div_1[0]
==> timing repair <==
action,CTS,global route
gates resized,4,1
endpoints found under the setup margin,1,1
hold endpoints to repair,0,0
==> cells in the final DEF (no fill, tap or decap) <==
cell type / netlist / routed
inv_1: 5 / 5
nor2b_1: 1 / 1
buf_4: 0 / 2
dlygate4sd2_1: 0 / 1
nand3b_1: 1 / 1
ha_1: 2 / 2
mux2_2: 2 / 1
clkbuf_8: 0 / 3
dfrtp_1: 9 / 9
clkdlybuf4s50_1: 0 / 1
a221o_1: 1 / 1
clkbuf_1: 0 / 1
clkbuf_2: 0 / 1
mux2_4: 1 / 2
nor3_1: 1 / 1
nand2_1: 2 / 2
nor2_1: 2 / 2
a21oi_1: 1 / 1
xnor2_1: 3 / 3
o21ai_0: 1 / 1
==> where the power goes <==
| part | leakage, nW | switching, mW | internal [mW] | total [mW] |
|---|---|---|---|---|
| Clock | 0.0228 | 0.0989 | 0.213 | 0.312 |
| Sequential | 0.107 | 0 | 0.281 | 0.281 |
| Combinational | 0.109 | 0.00676 | 0.00794 | 0.0147 |
==> through the flow <==
stage	utilization	power, mW	setup WS [ns]
floorplan	-	0.291	0.298
global placement	0.131	0.302	-0.412
detailed placement	0.131	0.302	-0.415
CTS	0.144	0.621	0.00318
global route	0.143	0.634	0.0509
finish	0.143	0.608	0.0932
==> cell type report <==
cell class                 count  area, um2
tap                           48       60.1
inverter                       5       18.8
clock buffer                   4       45.0
fill                         430       3210
timing repair buffer           5       38.8
multi-input combinational     18        146
sequential                     9        225
Power is estimated from default activity; no workload was simulated.
