**./design.v**
```verilog
module ex3 (
    input logic [3:0] a, b,
    input logic cin,
    output logic [3:0] s,
    output logic cout
);
    logic c1, c2, c3;
    fa fa0 (a[0], b[0], cin, s[0], c1);
    fa fa1 (a[1], b[1], c1, s[1], c2);
    fa fa2 (a[2], b[2], c2, s[2], c3);
    fa fa3 (a[3], b[3], c3, s[3], cout);
endmodule
module fa (
    input logic a, b, cin,
    output logic s, cout
);
    assign s = a ^ b ^ cin;
    assign cout = a&b | a&cin | b&cin;
endmodule
```
**./run.sh**
```bash
#!/bin/bash
# OpenROAD 26Q1-2900-gdf79404cd8, Yosys 0.63+post, stock flow scripts
make -C /OpenROAD-flow-scripts/flow DESIGN_CONFIG=/design/flow/config.mk WORK_HOME=/design/flow/orfs finish
```
**./config.mk**
```make
export PLATFORM = sky130hd
export DESIGN_NAME = ex3
export DESIGN_NICKNAME = ex3
export VERILOG_FILES = /design/flow/design.v
export SDC_FILE = /design/flow/constraint.sdc
export NUM_CORES = 4
export LEC_CHECK = 1
export CORE_AREA = 10 10 70 70
export DIE_AREA = 0 0 80 80
```
**./constraint.sdc**
```tcl
current_design ex3

set clk_period 2.2
set clk_io_pct 0.2

create_clock -name clk0 -period $clk_period

set non_clock_inputs [all_inputs -no_clocks]
set_input_delay [expr $clk_period * $clk_io_pct] -clock clk0 $non_clock_inputs
set_output_delay [expr $clk_period * $clk_io_pct] -clock clk0 [all_outputs]
```
==> job_summary.md <==
### Yosys + OpenROAD results

| Metric | Value |
|---|---|
| Setup ws final | -0.327 ns |
| Logic pwr share | 100.0% |
| Top area cell types | fa_1, inv_1, buf_4 |
| Period utilisation layout | 115% |
| First-pass GRT wire length | 696 microns |
| Dpl hpwl | 513 microns |
| Final sequential cell count | 0 |
| # hold bufs at CTS | 0 |
| Most area-hungry cell type in the Yosys netlist | fa_1 |
| RSZ-0062 raised after global routing | yes |
| Row count | 21 |
| Int Pwr | 37.5 uW |
| Status | complete, but fails checks |
| Post-synthesis compound-gate area fraction | 0% |
| Type of the worst setup path | primary input to output port |
| CP required | 1.76 ns |
| Initial antenna violation count | 0 |
| Yosys chip area | 148 sq um |
| PortBufs | 14 |
| Post-synthesis simple-gate area fraction | 0% |
| FP Util | 4.32% |
| Sequential share of power | 0% |
| Clock share of power | 0% |
| Relative max-transition margin | 92.7% |
| Cells along the critical path | buf_6 > inv_4 > fa_2 > inv_2 > fa_2 > fa_2 > inv_2 > fa_1 > inv_1 > buf_2 |
| Number of max-cap violations | 0 |
| Register area | 0 sq um |
| Layout cell share with drive strength beyond 1 | 50.0% |
| Dominant cell area share | 54.2% |
| Post-Syn Area | 148 sq um |
| Gr usage total | 1.44% |
| Cell total in the yosys stat output | 18 |
| Switch Pwr | 21.2 uW |
| CP Buf/Inv Count | 6 |
| XORs/XNORs by Area | 0% |
| Setup WS pre-CTS | -1.06 ns |
| Final max-slew violation count | 0 |
| Drt first pass iters | 1 |
| Adder Area Share | 54.2% |
| Failing checks | negative setup slack |
| Clock buf count | 0 |
| Max Clk Rate | 396 MHz |
| Total routed wirelength | 505 microns |
| Final antenna-violating net count | 0 |
| Switch share | 36.2% |
| Dominant comb cell | adder cells |
| I/O Pins | 14 |
| Yosys Warn Count | 0 |
| Via density | 1.66 |
| Syn Inst Count | 18 |
| Vias in the first global route | 135 |
| CP max stage cell | fa_1 |
| P_leak | 0.000141 uW |
| Synth mux share | 0% |
| Die width | 80 microns |
| Setup Viol. Count Final | 2 |
| Via Count | 123 |
| # DRC | 0 |
| Gr ovfl total | 0 |
| Final core utilization | 9.16% |
| Distinct lib cells | 3 |
| Ant. Diodes | 0 |
| Core outline area | 3420 sq um |
| Fraction of the yosys area taken by sequential cells | 0% |
| WL/cell | 6.82 microns |
| Synth top cell by count | inv_1 |
| CP endpoint kind | output port |
| Largest net degree at the start of global routing | 2 |
| VDD IR-drop max | 0.0208 mV |
| Full die area | 6400 sq um |
| Syn avg cell area | 8.20 sq um |
| WHS | 1.51 ns |
| Crit path largest cell delay | 0.40 ns |
| Tool warnings | 35 |
| Final hold vios | 0 |
| Gpl congestion | 0.661 |
| Critical path startpoint category | primary input |
| Most used cell, CP | fa_2 |
| Commonest cells in the synthesized netlist | inv_1, buf_4, fa_1 |
| CP Max Fanout | 1 |
| Slew @ Worst Pin | 0.110 ns |
| Fill cells | 404 |
| Die Y | 80 microns |
| Delay-heaviest family, CP | adder cells |
| Critical path arrival | 2.09 ns |
| DRT iter0 DRCs | 0 |
| Cell Pwr Density | 188 nW/um^2 |
| Min-Delay Path Class | primary input to output port |
| Period minus WS final | 2.53 ns |
| Layout Area Growth over Synthesis | 112% |
cell families (layout without fill, tap and decap cells):
group | count (synthesis) | after routing
buffers and inverters | 14 | 24
adders and majority gates | 4 | 4
stage by stage:
stage	setup TNS, ns	instances	power, uW	instance area (sq um)
2_1_floorplan	-0.182	18	31.8	153
3_3_place_gp	-3.51	74	69.4	320
3_5_place_dp	-3.58	74	70.4	320
4_1_cts	-0.780	74	62.8	317
5_1_grt	-0.630	74	68.6	313
6_report	-0.457	74	58.7	313
power groups by stage:
| stage | Sequential (uW) | Combinational [uW] | Clock, uW |
|---|---|---|---|
| 4_1_cts | 0 | 62.8 | 0 |
| 5_1_grt | 0 | 68.6 | 0 |
| 6_report | 0 | 58.7 | 0 |
layout make-up:
| cell class | count | area (sq um) | share of cell area, % |
|---|---|---|---|
| timing repair buffer | 14 | 125 | 40.0 |
| inverter | 10 | 42.5 | 13.6 |
| multi-input combinational | 4 | 87.6 | 28.0 |
| tap | 46 | 57.6 | 18.4 |
routing by layer:
metal  part of all wire [%]  vias up  track usage [%]
li1                       -       60                -
met2                     46        7             2.41
met5                      0        -                0
met1                     34       56             1.40
met3                     20        0             1.25
met4                      0        0                0
path summary, 6_finish.rpt:
check                   to  startpoint  cells after the start  slack [ns]
worst min-delay path  s[1]        b[1]                      3        1.51
worst max-delay path  s[3]         cin                     10       -0.33
what timing repair did:
item                       CTS  global route
gates resized               31             2
buffers inserted             0             0
setup endpoints to repair    5             3
pin swaps                    4             3
layout by cell type, fill, tap and decap left out:
| cell type | synthesis | layout |
|---|---|---|
| clkbuf_2 | 0 | 1 |
| buf_6 | 0 | 3 |
| fa_1 | 4 | 1 |
| fa_2 | 0 | 3 |
| inv_4 | 0 | 2 |
| clkdlybuf4s50_1 | 0 | 5 |
| dlygate4sd2_1 | 0 | 3 |
| inv_1 | 10 | 5 |
| buf_2 | 0 | 2 |
| inv_2 | 0 | 3 |
Power is estimated from default activity; no workload was simulated.
